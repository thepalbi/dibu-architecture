### ./design.v
`timescale 1ns / 1ps
module pc(clk, inc, out);
    input clk;
    input inc;
    output reg [8:0] out;
    always @ (posedge clk) begin
        if (inc)
            out <= out + 1;
    end
endmodule
### ./run.sh
#!/bin/bash
# OpenROAD 26Q1-2900-gdf79404cd8, Yosys 0.63+post, stock flow scripts
make -C /OpenROAD-flow-scripts/flow DESIGN_CONFIG=/design/flow/config.mk WORK_HOME=/design/flow/orfs finish
### ./config.mk
export PLATFORM = sky130hd
export DESIGN_NAME = pc
export DESIGN_NICKNAME = pc
export VERILOG_FILES = /design/flow/design.v
export SDC_FILE = /design/flow/constraint.sdc
export NUM_CORES = 4
export LEC_CHECK = 1
export CORE_AREA = 10 10 70 70
export DIE_AREA = 0 0 80 80
### ./constraint.sdc
current_design pc

set clk_period 1.6
set clk_io_pct 0.2

create_clock -name clk0 -period $clk_period [get_ports {clk}]

set non_clock_inputs [all_inputs -no_clocks]
set_input_delay [expr $clk_period * $clk_io_pct] -clock clk0 $non_clock_inputs
set_output_delay [expr $clk_period * $clk_io_pct] -clock clk0 [all_outputs]
==> Slide: Implementation Results <==
Run Summary

Yosys
  – Synth warn: 1
  – Main logic family: XOR/XNOR gates
  – Dominant cell type by area after synthesis: edfxtp_1
  – Synth mux share: 0
  – Synthesized cell area: 403 µm²
  – Syn Inst Count: 28
  – Ys flops: 9
  – Yosys aoi share: 0
  – Area share, top type: 0.671
  – Cell Type Count: 11
  – Yosys chip area: roughly 400 µm²
  – Yosys adder share: 0.0311
  – AND/OR/NAND/NOR Cells, Area Fraction: 0.137
  – Cells in synth_stat.txt: 28
  – Average cell area after synthesis: approximately 14 µm²
  – Seq share, synth: 0.671
  – Top cells, area: edfxtp_1, xnor2_1, xor2_1, nand3_1, ha_1
  – XORs/XNORs by Area: 0.152

CTS
  – CTS tree: yes
  – CTS clock-pin slew for the worst setup and hold paths: 0.05 ns
  – Total clock sinks: 9
  – Cts hold-fix bufs: 0
  – CTS Buf Count: 3
  – H-tree Lvls: 1
  – Clk Latency, worst-skew pair: roughly 0.25 ns
  – CTS resizes: 0
  – CTS Buffer Depth: 2
  – Post-CTS setup buffers: 0
  – Root buf cell: clkbuf_4

Detailed routing
  – WL per Instance: around 8.9 µm
  – DRC: 0
  – Post-Route WL: around 810 µm
  – Ant diodes: 0
  – First-iteration detailed-routing DRC count: 5
  – First-pass DRT Iterations: 2
  – Routed vias/inst: 3.09
  – Final ANT Viol Nets: 0
  – Via count: around 280

Final timing
  – Slew Limit Headroom: 0.736
  – Final Max Tran Viols: 0
  – Final TNS setup: 0 ns
  – Final Cycle Share: 0.951
  – Final Hold Fails: 0
  – Final Setup Violations: 0
  – Final WS setup: roughly 0.078 ns
  – Tmin final: 1.52 ns
  – Worst-Margin Slew: 0.395 ns
  – Skew final: 0.000705 ns
  – Fmax: between 600 and 700 MHz
  – Smallest hold slack: ~0.59 ns
  – Unrepaired setup endpoints after global routing: no

Worst setup path
  – Worst Path Arrival: ~1.2 ns
  – Data required time at the worst endpoint: between 1 and 1.5 ns
  – Worst path bufs/invs: 1
  – Crit end category: output pin
  – CP top delay family: buffers and inverters
  – Worst-path maximum fanout: 5
  – Crit path cell chain: clkdlybuf4s50_1
  – Setup CP Type: reg -> out
  – Worst Setup Start Kind: flip-flop
  – Slowest CP cell: clkdlybuf4s50_1
  – Max incr delay on CP: ~0.52 ns

Place
  – Placer Congestion: a little over 0.7
  – Post-place setup slack: approximately 0.2 ns
  – Detailed Place HPWL: approximately 630 µm
  – Port bufs: 10

Cells and area
  – Largest regs: out: 9 flops
  – Max FFs per register: 9
  – Layout Utilization: 0.178
  – Layout cell share with drive strength beyond 1: 0.156
  – Largest Register: out
  – Top cell excl fill/tap: clkdlybuf4s50_1
  – Most numerous logic cells after layout: clkdlybuf4s50_1, edfxtp_1, xnor2_1
  – P&R area growth vs syn: 51.2%

Floorplanning
  – Cell row count: 21
  – Die area: 0.00640 mm²
  – Die width: about 80 µm
  – I/O pins: 11
  – Core footprint: 0.00342 mm²
  – Die Ht: around 80 µm
  – Floorplan utilization: 0.118

Global routing
  – GRT Resource Usage Total: 0.0254
  – First-pass GRT wire length: approximately 1.3 mm
  – Initial antenna violation count: 0
  – GRT Residual Overflow: 0
  – Vias in the first global route: around 260
  – Largest net degree at the start of global routing: 10

Power and ir drop
  – Power Density: around 920 mW/mm²
  – Maximum vdd drop: roughly 0.65 mV
  – Overall power: 0.563 mW
  – Leakage power: 0.209 nW

Run
  – Max-cap violations: 0
  – Total tool warning count: 25

Outcome
  – Outcome: finished, final reports clean

Min path
  – Min-delay worst type: reg -> reg
==> cell type report <==
class                      instances  area [µm²]
inverter                           1        3.75
tap                               46        57.6
multi-input combinational         18         129
timing repair buffer              13         123
fill                             398        2810
sequential                         9         270
clock buffer                       4        26.3
==> layer usage <==
layer,global-route usage,vias up,routed length [µm],share of wire
li1,-,137,-,-
met1,0.0353,131,395,0.49
met2,0.0289,11,309,0.38
met3,0.0205,2,92,0.11
met4,0.00528,0,8,0.0099
met5,0,-,0,0
==> synth_stat cells, drive strengths merged <==
| master | n |
|---|---|
| and4 | 1 |
| edfxtp | 9 |
| ha | 1 |
| inv | 1 |
| nand2 | 3 |
| nand3 | 3 |
| nand4 | 1 |
| nor2 | 1 |
| nor3 | 1 |
| xnor2 | 4 |
| xor2 | 3 |
==> power breakdown <==
group	leakage [nW]	internal, mW	switching, mW
registers	0.0881	0.289	0.0235
clock network	0.0150	0.0954	0.0689
logic	0.106	0.0600	0.0261
total	0.209	0.445	0.119
==> cell families (layout without fill, tap and decap cells) <==
logic type    after synthesis  count (layout)
buf+inv                     1              18
flops                       9               9
simple gates               10              10
xor+xnor                    7               7
fa+ha+maj                   1               1
==> stage by stage <==
stage	area, µm²	cells
final	609	91
after global routing	609	91
after CTS	587	88
after detailed placement	561	84
after global placement	561	84
after floorplan	403	28
==> path summary, 6_finish.rpt <==
path	slack, ns	endpoint	startpoint	depth (start not counted)
max	0.08	out[3]	out[3]$_DFFE_PP_	1
min reg2reg	0.59	out[8]$_DFFE_PP_	out[8]$_DFFE_PP_	1
min	0.59	out[8]$_DFFE_PP_	out[8]$_DFFE_PP_	1
max reg2reg	0.20	out[8]$_DFFE_PP_	out[0]$_DFFE_PP_	4
Power figures rest on the tool's default switching activity, not on a simulated workload.
