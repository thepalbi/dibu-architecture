<file path="flow/config.mk">
export PLATFORM = sky130hd
export DESIGN_NAME = clk_divider
export DESIGN_NICKNAME = clk_divider
export VERILOG_FILES = /design/flow/design.v
export SDC_FILE = /design/flow/constraint.sdc
export NUM_CORES = 4
export LEC_CHECK = 1
export CORE_AREA = 10 10 105 105
export DIE_AREA = 0 0 115 115
</file>
<file path="flow/constraint.sdc">
current_design clk_divider

set clk_period 6.8
set clk_io_pct 0.2

create_clock -name clk0 -period $clk_period [get_ports {clk_in}]

set non_clock_inputs [all_inputs -no_clocks]
set_input_delay [expr $clk_period * $clk_io_pct] -clock clk0 $non_clock_inputs
set_output_delay [expr $clk_period * $clk_io_pct] -clock clk0 [all_outputs]
</file>
<file path="flow/design.v">
`timescale 1ns / 1ps
module clk_divider #(parameter divisor=100) (clk_in, rst, clk_out);
    input clk_in, rst;
    output reg clk_out;
    reg [31:0] count;
    always @ (posedge clk_in, posedge rst) begin
        if (rst == 1'b1)
            count <= 32'b0;
        else if (count == divisor - 1)
            count <= 32'b0;
        else
            count <= count + 1;
    end
    always @ (posedge clk_in, posedge rst) begin
        if (rst == 1'b1)
            clk_out <= 1'b0;
        else if (count == divisor - 1)
            clk_out <= ~clk_out;
        else
            clk_out <= clk_out;
    end
endmodule
</file>
<file path="flow/run.sh">
#!/bin/bash
# OpenROAD 26Q1-2900-gdf79404cd8, Yosys 0.63+post, stock flow scripts
make -C /OpenROAD-flow-scripts/flow DESIGN_CONFIG=/design/flow/config.mk WORK_HOME=/design/flow/orfs finish
</file>
==> impl_metrics.py <==
# Flow results
metrics = {
    "clocking": {
        "cts_buffers": 5,
        "clock_tree.buffer_depth": 2,
        "cts_repair_resize_count": 0,
        "h-tree-depth": 2,
        "clk_transition_reported_paths_ns": 0.06,
        "cts_post_setup_buffers_inserted": 0,
        "cts_tree": "yes",
        "tritoncts_num_sinks": 33,
        "root_buffer": "sky130_fd_sc_hd__clkbuf_8",
        "clock_insertion_delay_worst_skew_ns": 0.28,
        "postCtsHoldBufs": 0,
    },
    "yosys": {
        "synth-main-ff-cell": "sky130_fd_sc_hd__dfrtp_1",
        "yosys-stat-area_sq_mm": 0.00155,
        "syn_avg_cell_area_sq_um": 11.2,
        "synth.distinct_cells": 22,
        "yosys_warning_tally": 1,
        "netlist.area_leader.share_pct": 53.4,
        "yosys.stat.seqShare_pct": 53.4,
        "ys_cells": 138,
        "synth_flops": 33,
        "common_cells": "33 x sky130_fd_sc_hd__dfrtp_1, 22 x sky130_fd_sc_hd__xnor2_1, 14 x sky130_fd_sc_hd__nand4_1",
        "fraction_of_synthesis_flops_using_an_asynchronous_set_or_reset_pin_pct": 100,
        "enable_flop_cells": 0,
        "yosysMostFrequentCell": "sky130_fd_sc_hd__dfrtp_1",
        "synth_area_leader": "sky130_fd_sc_hd__dfrtp_1",
        "largest_cells_by_area_after_synthesis": "sky130_fd_sc_hd__dfrtp_1 53%, sky130_fd_sc_hd__xnor2_1 12%, sky130_fd_sc_hd__nand4_1 5.7%",
        "synth.cell_area_sq_mm": 0.00155,
        "netlist_instances": 138,
    },
    "final_timing": {
        "totalNegativeSetupSlack_ns": 0,
        "finalCriticalPeriod_ns": 2.47,
        "timing.final.ws_setup_ns": 4.33,
        "report.final.setup_viol": 0,
        "slew_headroom_pct": 61.7,
        "f_max_ghz": 0.405,
        "timing.clock.skew_ns": 0.00492,
        "rsz0062_at_grt": "false",
        "hold_viol": 0,
        "final-max-slew-violation-count": 0,
        "least_margin_pin_slew_ns": 0.570,
        "final_min_period_over_clock_period_pct": 36.3,
    },
    "worst_setup_path": {
        "delay_of_the_slowest_cell_on_the_worst_path_ns": 0.47,
        "path_depth": 1,
        "crit_required_ns": 5.44,
        "worstRegToRegCells": 5,
        "worstSetupPathType": "reg -> out",
        "ordered_cell_list_for_the_critical_path": "clkdlybuf4s50_1",
        "crit_path_start_kind": "flip-flop",
        "critical_path.max_fanout": 2,
        "crit_buf_inv": 1,
        "cp_data_arrival_time_ns": 1.11,
        "r2r_slack_ns": 4.94,
        "worst_path_max_delay_cell": "sky130_fd_sc_hd__clkdlybuf4s50_1",
        "worstSetupEndpointType": "primary output",
        "critical_path.top_delay_family": "buffers and inverters",
    },
    "place": {
        "gp_routability_congestion": 0.793,
        "io_buffer_count": 2,
        "placedInstanceArea_sq_mm": 0.00170,
        "pre_cts_ws_ns": 4.62,
        "place.detailed.hpwl_mm": 1.88,
    },
    "cells_and_area": {
        "drive_gt1_share_pct": 8.84,
        "flow.area_growth_from_synthesis_pct": 15.8,
        "final_cell_area_sq_mm": 0.00179,
        "fill_cells": 945,
    },
    "hold_path": {
        "worstHoldPathType": "reg -> reg",
        "min_path_cells": 1,
    },
    "drt": {
        "totalWireLength_mm": 2.67,
        "drt-vias-per-instance": 4.01,
        "route.detailed.wl_per_inst_microns": 10.5,
        "route.antenna.remaining_nets": 0,
        "drt_pre_antenna_iters": 4,
        "n_antenna_cell": 0,
        "dr_total_vias": 1023,
        "drt_first_iter_violations": 58,
        "post_detailed_route_drc_marker_count": 0,
    },
    "global_route": {
        "antenna_found_initial": 0,
        "vias_in_the_first_global_route": 1071,
        "globalRouteOverflowTotal": 0,
        "grt_start_max_net_pins": 34,
        "wire_length_of_the_first_global_routing_pass_mm": 5.04,
        "gr-usage-all-layers_pct": 4.55,
    },
    "floorplanning": {
        "row_count": 34,
        "die_x_microns": 115,
        "core_area_sq_mm": 0.00876,
        "floorplan.die_area_sq_mm": 0.0132,
        "i_o_pin_cnt": 3,
        "die_h_microns": 115,
        "fp-utilization_pct": 17.6,
    },
    "run_status": {
        "run_status": "completed",
    },
    "power": {
        "irDropWorstVdd_mv": 0.114,
        "powerDensity_mw_per_mm2": 194,
        "power_leakage_nw": 0.754,
    },
    "job": {
        "cap_violations": 0,
        "tool_warnings": 25,
    },
}
-- cell families (layout without fill, tap and decap cells) --
logic type	count (synthesis)	after routing	share of synthesized area, %
buffers and inverters	3	12	0.809
adders and majority gates	1	1	0.809
xor gates and xnor gates	31	31	17.6
and+or+nand+nor	70	70	27.4
DFF	33	33	53.4
-- metal layers --
| layer | GRT usage, % | share of wire, % | up-vias |
|---|---|---|---|
| met1 | 6.66 | 53 | 492 |
| met2 | 6.57 | 41 | 7 |
| met4 | 0.990 | 2.8 | 0 |
| met5 | 0 | 0 | - |
| met3 | 1.27 | 3.4 | 7 |
| li1 | - | - | 517 |
-- layout make-up --
cell class / instances / area, sq um / area share (%)
Clock buffer: 7 / 86.3 / 4.82
Multi-Input combinational cell: 102 / 708 / 39.6
Inverter: 2 / 7.51 / 0.419
Tap cell: 108 / 135 / 7.55
Timing Repair Buffer: 3 / 27.5 / 1.54
Sequential cell: 33 / 826 / 46.1
-- power by group --
group          leakage [nW]  switching [W]  internal, W
Clock                0.0443      0.0000662    0.0000802
Combinational         0.259     0.00000378  0.000000919
Sequential            0.451              0     0.000196
Total                 0.754      0.0000700     0.000277
-- path summary, 6_finish.rpt --
path                           from   endpoint
min                         clk_out    clk_out
max in group asynchronous       rst  count[10]
min in group asynchronous       rst   count[8]
max                         clk_out    clk_out
max reg2reg                count[0]  count[12]
min reg2reg                 clk_out    clk_out
-- cell usage in the layout, fill, tap and decap left out --
master and n:
sky130_fd_sc_hd__and2b_2 1, sky130_fd_sc_hd__ha_1 1, sky130_fd_sc_hd__nand2b_1 1, sky130_fd_sc_hd__clkbuf_1 1, sky130_fd_sc_hd__nand4_1 14, sky130_fd_sc_hd__xor2_1 9, sky130_fd_sc_hd__and4_1 2, sky130_fd_sc_hd__clkdlybuf4s50_1 2
sky130_fd_sc_hd__nor4_1 9, sky130_fd_sc_hd__and3_2 1, sky130_fd_sc_hd__nand3_1 13, sky130_fd_sc_hd__inv_1 2, sky130_fd_sc_hd__buf_4 1, sky130_fd_sc_hd__and3_1 4, sky130_fd_sc_hd__clkbuf_8 6, sky130_fd_sc_hd__nand2_1 8
sky130_fd_sc_hd__xnor2_1 22, sky130_fd_sc_hd__or4_4 1, sky130_fd_sc_hd__dfrtp_1 33, sky130_fd_sc_hd__and4_2 1, sky130_fd_sc_hd__and2_1 1, sky130_fd_sc_hd__nor3_1 2, sky130_fd_sc_hd__nor4_4 2, sky130_fd_sc_hd__or3_1 1
sky130_fd_sc_hd__nor2_1 9
-- metrics by stage --
stage	total power, W	utilization (%)	hold slack, ns	instances
finish	0.000347	20.4	0.466	255
global route	0.000362	20.4	0.500	255
CTS	0.000351	20.4	0.470	255
detailed placement	0.000205	19.4	0.460	248
global placement	0.000205	19.4	0.457	248
floorplan	0.000203	-	0.420	138
-- state kept, by name (all words and copies together) (netlist names) --
name and flops:
clk_out 1, count 32
Power figures rest on the tool's default switching activity, not on a simulated workload.
